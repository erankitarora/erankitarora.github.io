## flow/design.v

```verilog
`timescale 1ns / 1ps
module processor(control_mem, enable, clk, reset_b, data_in, data_out, memory_assign , error , control_out);
input control_mem;
input control_out;
input clk;
input reset_b;
input data_in;
input enable;
output data_out;
output memory_assign;
output error;
wire [2:0] control_mem;  
wire [2:0] control_out;
wire clk;
wire reset_b;
wire enable;  
wire [7:0] data_in;
reg [7:0] data_out;
reg memory_assign;
reg [2:0] error;  
reg [7:0] control;  
reg [7:0] program_mem [7:0];  
reg [7:0] a;
reg [7:0] b;
reg [7:0] c;
reg [7:0] memory [1:0];  
reg [2:0] count;  
reg [2:0] count_assign;  
reg count_mem;  
reg [1:0] opcode;
reg [1:0] operand_1;
reg [1:0] operand_2;
reg mem_0;
reg mem_1;
always @(posedge clk)
	begin
	if (reset_b == 0)
		begin
		count <= 3'b000;
		count_assign <= 3'b000;
		count_mem <= 1'b0;
		memory_assign<=0;
		error <= 3'b000;
		end
	else
	begin
		case (control_mem)
			3'b000:
				begin
					a<=data_in;
					memory_assign<=1;
				end
			3'b001:
				begin
					b<=data_in;
					memory_assign<=1;
				end
			3'b010:
				begin
					c<=data_in;
					memory_assign<=1;
				end
			3'b011:
				begin
					memory[count_mem]<=data_in;
					if (count_mem < 1'b1)
						begin
						count_mem <= count_mem + 1'b1;
						end
					memory_assign<=1;
				end
			3'b100:
				begin
					program_mem[count_assign]<=data_in;
					if (count_assign < 3'b111)
						begin
						count_assign <= count_assign + 3'b001;
						end
					memory_assign<=1;
				end
			default:memory_assign<=0;   
		endcase
		case (control_out)
			3'b000:
				begin
					data_out<=a;
				end
			3'b001:
				begin
					data_out<=b;
				end
			3'b010:
				begin
					data_out<=c;
				end
			default:data_out<=8'h00;
		endcase
		if (enable == 1)
			begin
				control <= program_mem[count];
				if (count < count_assign)
					begin
					count <= count + 3'b001;
					end
			end
		opcode <= control[7:6];
		operand_1 <= control[5:4];
      operand_2 <= control[3:2];
		mem_0 <= control[1];
		mem_1 <= control[0];
	if (enable == 1)
		begin
		case (opcode)
			2'b00:    
				begin
					case (operand_1)
						2'b00:
							begin
								case (operand_2)
									2'b00:
										begin
											a <= a + a;
										end
									2'b01:
										begin
											a <= a + b;
										end
									2'b10:
										begin
											a <= a + c;
										end
									2'b11:
										begin
											case (mem_1)
												1'b0:  
													begin
														a <= a + memory[0];
													end
												1'b1:  
													begin
														a <= a + memory[1];
													end
											endcase	 
										end
								endcase	 
							end
						2'b01:
							begin
								case (operand_2)
									2'b00:
										begin
											a <= b + a;
										end
									2'b01:
										begin
											a <= b + b;
										end
									2'b10:
										begin
											a <= b + c;
										end
									2'b11:
										begin
											case (mem_1)
												1'b0:
													begin
														a <= b + memory[0];
													end
												1'b1:
													begin
														a <= b + memory[1];
													end
											endcase	 
										end
								endcase  
							end
						2'b10:
							begin
								case (operand_2)
									2'b00:
										begin
											a <= c + a;
										end
									2'b01:
										begin
											a <= c + b;
										end
									2'b10:
										begin
											a <= c + c;
										end
									2'b11:
										begin
											case (mem_1)
												1'b0:
													begin
														a <= c + memory[0];
													end
												1'b1:
													begin
														a <= c + memory[1];
													end
											endcase	 
										end
								endcase  
							end
						2'b11:
							begin
								case (operand_2)
									2'b00:
										begin
											case (mem_0)
												1'b0:
													begin
														a <= memory[0] + a;
													end
												1'b1:
													begin
														a <= memory[1] + a;
													end
											endcase	 
										end
									2'b01:
										begin
											case (mem_0)
												1'b0:
													begin
														a <= memory[0] + b;
													end
												1'b1:
													begin
														a <= memory[1] + b;
													end
											endcase	 
										end
									2'b10:
										begin
											case (mem_0)
												1'b0:
													begin
														a <= memory[0] + c;
													end
												1'b1:
													begin
														a <= memory[1] + c;
													end
											endcase	 
										end
									2'b11:
										begin
											case (mem_0)
												1'b0:
													begin
														case (mem_1)
															1'b0:
																begin
																	a <= memory[0] + memory[0];
																end
															1'b1:
																begin
																	a <= memory[0] + memory[1];
																end
														endcase	 
													end
												1'b1:
													begin
														case (mem_1)
															1'b0:
																begin
																	a <= memory[0] + memory[1];
																end
															1'b1:
																begin
																	a <= memory[1] + memory[1];
																end
														endcase	 
													end
											endcase	 
										end
								endcase  
							end
					endcase	 
				end   
			2'b01:    
				begin
					case (operand_1)
						2'b00:
							begin
								case (operand_2)
									2'b00:
										begin
											a <= a;
										end
									2'b01:
										begin
											a <= b;
										end
									2'b10:
										begin
											a <= c;
										end
									2'b11:
										begin
											error <= error + 3'b001;  
										end
								endcase  
							end
						2'b01:
							begin
								case (operand_2)
									2'b00:
										begin
											b <= a;
										end
									2'b01:
										begin
											b <= b;
										end
									2'b10:
										begin
											b <= c;
										end
									2'b11:
										begin
											error <= error + 3'b001;  
										end
								endcase  
							end
						2'b10:
							begin
								case (operand_2)
									2'b00:
										begin
											c <= a;
										end
									2'b01:
										begin
											c <= b;
										end
									2'b10:
										begin
											c <= c;
										end
									2'b11:
										begin
											error <= error + 3'b001;  
										end
								endcase  
							end
						2'b11:
							begin
								error <= error + 3'b001; 
								if (operand_2 == 2'b11)
									begin
										error <= error + 3'b001; 
									end
							end
					endcase  
				end  
			2'b10:    
				begin
					case (operand_1)
						2'b00:
							begin
								case (operand_2)
									2'b00:
										begin
											error <= error + 3'b001;   
										end
									2'b01:
										begin
											error <= error + 3'b001;   
										end
									2'b10:
										begin
											error <= error + 3'b001;   
										end
									2'b11:
										begin
											case (mem_1)
												1'b0:
													begin
														a <= memory[0];
													end
												1'b1:
													begin
														a <= memory[1];
													end
											endcase	 
										end
								endcase  
							end
						2'b01:
							begin
								case (operand_2)
									2'b00:
										begin
											error <= error + 3'b001;   
										end
									2'b01:
										begin
											error <= error + 3'b001;   
										end
									2'b10:
										begin
											error <= error + 3'b001;   
										end
									2'b11:
										begin
											case (mem_1)
												1'b0:
													begin
														b <= memory[0];
													end
												1'b1:
													begin
														b <= memory[1];
													end
											endcase	 
										end
								endcase  
							end
						2'b10:
							begin
								case (operand_2)
									2'b00:
										begin
											error <= error + 3'b001;   
										end
									2'b01:
										begin
											error <= error + 3'b001;   
										end
									2'b10:
										begin
											error <= error + 3'b001;   
										end
									2'b11:
										begin
											case (mem_1)
												1'b0:
													begin
														c <= memory[0];
													end
												1'b1:
													begin
														c <= memory[1];
													end
											endcase	 
										end
								endcase  
							end
						2'b11:
							begin
								case (operand_2)
									2'b00:
										begin
											error <= error + 3'b001;   
										end
									2'b01:
										begin
											error <= error + 3'b001;   
										end
									2'b10:
										begin
											error <= error + 3'b001;   
										end
									2'b11:
										begin
											error <= error + 3'b001;   
										end
								endcase  
							end
					endcase  
				end  
			2'b11:    
				begin
					case (operand_1)
						2'b00:
							begin
								error <= error + 3'b001;   
							end
						2'b01:
							begin
								error <= error + 3'b001;   
							end
						2'b10:
							begin
								error <= error + 3'b001;   
							end
						2'b11:
							begin
								case (operand_2)
									2'b00:
										begin
											case (mem_0)
												1'b0:
													begin
														memory[0] <= a;
													end
												1'b1:
													begin
														memory[1] <= a;
													end
											endcase	 
										end
									2'b01:
										begin
											case (mem_0)
												1'b0:
													begin
														memory[0] <= b;
													end
												1'b1:
													begin
														memory[1] <= b;
													end
											endcase	 
										end
									2'b10:
										begin
											case (mem_0)
												1'b0:
													begin
														memory[0] <= c;
													end
												1'b1:
													begin
														memory[1] <= c;
													end
											endcase	 
										end
									2'b11:
										begin
											error <= error + 3'b001;   
										end
								endcase  
							end
					endcase  
				end  
		endcase	 
		end  
	end 
	end  
endmodule
```

## flow/config.mk

```make
export PLATFORM = sky130hd
export DESIGN_NAME = processor
export DESIGN_NICKNAME = processor
export VERILOG_FILES = /design/flow/design.v
export SDC_FILE = /design/flow/constraint.sdc
export NUM_CORES = 4
export LEC_CHECK = 1
export CORE_UTILIZATION = 50
export SYNTH_HDL_FRONTEND = slang
```

## flow/constraint.sdc

```tcl
current_design processor

set clk_period 8.3
set clk_io_pct 0.2

create_clock -name clk0 -period $clk_period [get_ports {clk}]

set non_clock_inputs [all_inputs -no_clocks]
set_input_delay [expr $clk_period * $clk_io_pct] -clock clk0 $non_clock_inputs
set_output_delay [expr $clk_period * $clk_io_pct] -clock clk0 [all_outputs]
```

## flow/run.sh

```bash
#!/bin/bash
# OpenROAD 26Q1-2900-gdf79404cd8, Yosys 0.63+post, stock flow scripts
make -C /OpenROAD-flow-scripts/flow DESIGN_CONFIG=/design/flow/config.mk WORK_HOME=/design/flow/orfs finish
```

==> results.tsv <==
metric	value	unit
post-synth top area cell	edfxtp_1	
Die Size	23700	µm²
top cells by area, synth	edfxtp_1, ha_1, mux2i_1, a21oi_1, mux2_2	
Setup crit start kind	input port	
count of library flops with an enable pin	128	
DRT Pass-1 Iters	8	
P_sw	0.741	mW
fin crit period	4470	ps
GPL Wtd Cong	1.06	
clock share of power	34.8	%
CTS Root Cell	clkbuf_16	
Sw Ratio	33.3	%
Yosys warnings	0	
total CTS buffers	17	
DIE HEIGHT	154	µm
Slew headroom	40.5	%
final hold violations	0	
part of the power in registers	38.0	%
Total Power	2.23	mW
row count	55	
Yosys cell types	68	
clock buffer depth	2	
Hold Buf Count CTS	0	
first-pass GRT wire length	59800	µm
status	complete, no violations	
# setup viols final	0	
CP endpoint kind	flop	
Worst EP arrival	4510	ps
most frequent cells in the layout	edfxtp_1, nor2_1, nand2_1	
post-route ant nets	0	
Post-CTS Setup Bufs	0	
Critical-path top delay cell	nor2_1	
Synth Seq Share	35.1	%
IO Port Bufs	28	
fraction of layout cells with a size suffix above 1	10.5	%
post-DP HPWL	28200	µm
GRT Total Usage	36.5	%
area delta synth->final	10.8	%
CTS-repair resized insts	0	
max-cap violations	0	
clk_skew	14.6	ps
clock-pin slew on the worst setup and hold paths	60	ps
Vias/cell	6.70	
CP top delay family	simple AND/OR/NAND/NOR gates	
num ports	29	
fin crit share	53.9	%
Post-synth regs	139	
Log Warnings	32	
vias in the first global route	9387	
Mapped Area	11600	µm²
Worst Hold Class	flop to flop	
async set-reset flop share out of synthesis	0	%
crit path max fanout	24	
via count	10100	
Worst-Margin Slew	890	ps
f_max	224	MHz
Mean Syn Cell Area	9.76	µm²
Buf/Inv on CP	3	
Residual DRC	0	
Fillers	1923	
CP Cell Sequence	clkdlybuf4s50_1, buf_4, inv_1, nor2_1, and3_1, o31a_1, and2_1, o21bai_1	
Comb pwr share	27.2	%
Init Core Util	51.1	%
clk latency late pin	420	ps
CTS tree	yes	
YS chip area	11600	µm²
Commonest Layout Cell	edfxtp_1	
Sink Count	139	
initial antenna violation count	1	
Req. time, crit path	8340	ps
worst setup path category	input port to flop	
Routed WL	40000	µm
Max H-tree Level	4	
per-cell routed wire length	26.7	µm
antenna fix cells	0	
final setup TNS	0	ps
Dominant flop cell	edfxtp_1	
largest net degree at the start of global routing	43	
worst reg-to-reg setup slack	4600	ps
1st-iter DRT viols	1074	
core box area	22600	µm²
P_leak	4.72	nW
total power per unit cell area	174	nW/µm²
yosys cell count	1185	
DIE WIDTH	154	µm
synthesized netlist cell count	1185	
fin. max-slew vios	0	
slowest cell delay on critical path	600	ps
unrepaired setup endpoints after global routing	false	
Pint	1.49	mW
Area leader share	33.2	%
grt ovf	0	
Max VDD drop	0.000140	V
-- layer usage --
| layer | part of all wire, % | wire length (µm) | track usage [%] |
|---|---|---|---|
| met2 | 42 | 16700 | 49.4 |
| met3 | 13 | 5240 | 14.9 |
| met4 | 3.7 | 1470 | 10.8 |
| met5 | 0.032 | 13 | 0 |
| met1 | 41 | 16600 | 56.1 |
-- registers in the layout (all words and copies together) (netlist names), 2 cells and up --
| name | count |
|---|---|
| control | 8 |
| count_assign | 3 |
| count | 3 |
| memory | 16 |
| opcode | 2 |
| program_mem | 64 |
| c | 8 |
| a | 8 |
| error | 3 |
| b | 8 |
| operand_2 | 2 |
| operand_1 | 2 |
| data_out | 8 |
-- power by group through the flow --
stage         sequential (mW)  combinational (mW)  clock [mW]
finish                  0.847               0.605       0.775
CTS                     0.844               0.590       0.790
global route            0.847               0.657       0.821
-- cells in the mapped netlist (15+ instances only) --
cell type / instances
a211oi_1: 16
a21o_1: 18
a21oi_1: 94
a31oi_1: 15
clkbuf_1: 38
edfxtp_1: 128
ha_1: 84
inv_1: 45
mux2_2: 36
mux2i_1: 68
mux4_2: 18
nand2_1: 98
nand3_1: 34
nor2_1: 106
nor3_1: 19
o2111ai_1: 16
o211ai_1: 24
o21ai_0: 48
o22ai_1: 18
xnor2_1: 37
xor2_1: 25
-- cell type report --
class / instances / area, µm² / share of cell area (%)
clock buffer: 17 / 425 / 3.32
timing repair buffer: 61 / 528 / 4.12
multi-input combinational: 939 / 7080 / 55.3
tap: 285 / 357 / 2.78
clock inverter: 14 / 179 / 1.40
sequential: 139 / 4060 / 31.7
inverter: 46 / 173 / 1.35
-- worst register-to-register path, delay by kind of cell, from the launching register on --
family | cells | cell delay [ps]
flip-flops | 1 | 610
multiplexers | 3 | 870
XOR/XNOR | 1 | 180
AND/OR/NAND/NOR | 1 | 90
adder cells (fa/ha/maj) | 2 | 810
AND-OR/OR-AND | 3 | 880
-- worst paths after layout --
path                     start      endpoint  cells after the start
hold reg to reg     control[6]     opcode[0]                      0
setup / recovery       reset_b  memory[0][3]                      8
setup reg to reg  memory[1][0]          a[2]                     10
hold / removal      control[6]     opcode[0]                      0
-- cells by family (layout without fill, tap and decap cells) --
group / count (synthesis) / in the layout / synth area share (%)
AND-OR/OR-AND: 344 / 344 / 20.2
AND/OR/NAND/NOR: 316 / 316 / 12.5
flip-flops: 139 / 139 / 35.1
multiplexers: 122 / 122 / 12.9
buffers and inverters: 107 / 138 / 3.64
adder cells (fa/ha/maj): 94 / 94 / 10.8
XOR/XNOR: 63 / 63 / 4.84
-- per-stage QoR --
stage	std cells	util, %	setup WS [ps]	instance area (µm²)	hold slack [ps]
4_1_cts	1501	56.6	3820	12800	420
5_1_grt	1501	56.6	3620	12800	423
2_1_floorplan	1185	-	4570	11600	400
6_report	1501	56.6	3830	12800	417
3_5_place_dp	1470	53.9	3390	12200	405
3_3_place_gp	1470	53.9	3490	12200	403
No activity file was given, so power comes from the tool's default toggle rates.
